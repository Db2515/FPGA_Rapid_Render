--- ./design.v ---
`timescale 1ns / 1ps
module ellipse_renderer
    (input clk,
     input program_in,
     input [10:0] x_in, 
     input [11:0] y_in,
     input[11:0] data_in,
     output reg program_out,
     output reg [10:0] x_out,
     output reg [11:0] y_out,
     output reg [11:0] data_out
     );
    reg [10:0] x_coord = 0;   
    reg [11:0] y_coord = 0;   
    reg [10:0] width_rad = 0;    
    reg [11:0] height_rad = 0;   
    reg [11:0] color = ~0;   
    reg [23:0] height_rad_sqrd;
    reg [23:0] translatedX_sqrd;
    reg [23:0] width_rad_sqrd;
    reg [23:0] translatedY_sqrd;
    reg [47:0] height_calc;
    reg [47:0] width_calc;
    reg [49:0] calc;
    reg [47:0] bound[1:0];
    reg program_tmp[3:0];
    reg [10:0] x_tmp[3:0];
    reg [11:0] y_tmp[3:0];
    reg [11:0] data_tmp[3:0];
    reg [10:0] TranslatedX;
    reg [11:0] TranslatedY;
    wire inshape  = calc <= bound[1];
    always @(posedge clk) begin
        TranslatedX <= x_in > x_coord ? x_in - x_coord : x_coord - x_in;
        TranslatedY <= y_in > y_coord ? y_in - y_coord : y_coord - y_in;
        program_tmp[0] <= program_in;
        if (program_in) begin
            x_tmp[0] <= x_in - 1;
       end else begin
            x_tmp[0] <= x_in;
        end
        y_tmp[0] <= y_in;
        data_tmp[0] <= data_in;
    end
    always @(posedge clk) begin
        height_rad_sqrd <= height_rad * height_rad;
        translatedX_sqrd <= TranslatedX * TranslatedX;
        width_rad_sqrd <= width_rad * width_rad;
        translatedY_sqrd <= TranslatedY * TranslatedY;
        program_tmp[1] <= program_tmp[0];
        x_tmp[1] <= x_tmp[0];
        y_tmp[1] <= y_tmp[0];
        data_tmp[1] <= data_tmp[0];
    end
    always @(posedge clk) begin
        height_calc <= height_rad_sqrd * translatedX_sqrd;
        width_calc <= width_rad_sqrd * translatedY_sqrd;
        bound[0] <= height_rad_sqrd * width_rad_sqrd;
        program_tmp[2] <= program_tmp[1];
        x_tmp[2] <= x_tmp[1];
        y_tmp[2] <= y_tmp[1];
        data_tmp[2] <= data_tmp[1];
    end
    always @(posedge clk) begin
        calc <= height_calc + width_calc;
        bound[1] <= bound[0];
        program_tmp[3] <= program_tmp[2];
        x_tmp[3] <= x_tmp[2];
        y_tmp[3] <= y_tmp[2];
        data_tmp[3] <= data_tmp[2];
    end
    always @(posedge clk) begin
        program_out <= program_tmp[3];
        x_out <= x_tmp[3];
        y_out <= y_tmp[3];
        data_out <= !program_tmp[3] && inshape ? color : data_tmp[3];
    end
    always @(posedge clk) begin
        if (program_in && x_in == 0)
            begin
                if (y_in == 0) begin
                    x_coord <= data_in;
                end
                else if (y_in == 1) begin
                    y_coord <= data_in;
                end
                else if (y_in == 2) begin
                    width_rad <= data_in;
                end
                else if (y_in == 3) begin
                    height_rad <= data_in;
                end
                else if (y_in == 4) begin
                    color <= data_in;
                end
            end
    end
endmodule
--- ./run.sh ---
#!/bin/bash
# OpenROAD 26Q1-2900-gdf79404cd8, Yosys 0.63+post, stock flow scripts
make -C /OpenROAD-flow-scripts/flow DESIGN_CONFIG=/design/flow/config.mk WORK_HOME=/design/flow/orfs finish
--- ./config.mk ---
export PLATFORM = sky130hd
export DESIGN_NAME = ellipse_renderer
export DESIGN_NICKNAME = ellipse_renderer
export VERILOG_FILES = /design/flow/design.v
export SDC_FILE = /design/flow/constraint.sdc
export NUM_CORES = 4
export LEC_CHECK = 1
export CORE_UTILIZATION = 30
--- ./constraint.sdc ---
current_design ellipse_renderer

set clk_period 22.9
set clk_io_pct 0.2

create_clock -name clk0 -period $clk_period [get_ports {clk}]

set non_clock_inputs [all_inputs -no_clocks]
set_input_delay [expr $clk_period * $clk_io_pct] -clock clk0 $non_clock_inputs
set_output_delay [expr $clk_period * $clk_io_pct] -clock clk0 [all_outputs]
==> results_slide.txt <==
Run Summary

Synthesis
  • Post-Synthesis Cells: 8477
  • Post-synth cell types: 90
  • Yosys Instances: 8477
  • Synth area leader: fa_1
  • Synth warn: 6
  • Area contributors post-synth: fa_1, ha_1, dfxtp_1
  • Avg Cell Area, Syn: 9.55 µm²
  • Yosys reg bits: 576
  • Seq share, synth: 0.150
  • Synthesis area per yosys: 80900 µm²
  • Most used DFF post-synth: dfxtp_1
  • Mapped cell area: 80900 µm²
  • Post-synth top area share: 0.371
  • Number of enable flip-flop cells: 58
  • Async SR Flop Fraction: 0

Cells and area
  • Final instance area: 87900 µm²
  • Filler Cell Count: 26872
  • Layout cells sized above 1: 0.0340
  • Area Overhead vs Synth: 8.66%

Global routing
  • Global Route met2 Usage: 0.222
  • Vias in the first global route: 57668
  • Total grt overflow: 0
  • GRT busiest layer: met2
  • M1 GR Usage: 0.200
  • First-pass GRT wire length: 299 mm
  • Initial antenna violation count: 2
  • GR Util met3: 0.0476
  • Largest net degree at the start of global routing: 47
  • Overall routing resource usage: 0.142

Setup path
  • Worst Path Required: 23510 ps
  • Critical path's most frequent cell: fa_1
  • CP Max Fanout: 24
  • Startpoint Class: register
  • Buf+Inv Stages, Crit Path: 7
  • Setup crit end kind: register
  • CP max stage delay: 650 ps
  • Kind of critical path: reg -> reg
  • Crit-path slowest cell: o31ai_1
  • Worst endpoint data arrival time: 8640 ps
  • CP delay by family, top: adder cells

Place
  • Post-DP Area: 85700 µm²
  • RePlAce Congestion: 0.900
  • HPWL Detailed: 140 mm
  • Port Buffers: 72

Die
  • Fp util: 0.302
  • DIE WIDTH: 521 µm
  • Die height: 521 µm
  • Core area: 268000 µm²
  • Top Ports: 73
  • Row cnt: 190
  • Die ar.: 272000 µm²

Clock network
  • Clk slew on worst S/H paths: 70 ps
  • Late-Pin Clk Latency: 680 ps
  • Sinks on Clock Net: 576
  • Clock root buffer: clkbuf_16
  • Hold_buf cts: 0
  • Clock H-tree levels: 3
  • Total CTS buffers: 66
  • Post-CTS Setup Bufs: 0
  • CTS tree: done
  • Worst-case clock buffer depth: 3
  • Post-CTS Resized: 0

STA
  • Finish-stage setup viols: 0
  • Slew HR: 0.331
  • Min Tclk post-route: 8030 ps
  • Layout Skew: 49.6 ps
  • Tcrit/Tclk final: 0.351
  • Worst slew pin tran: 979 ps
  • Final hold violations: 0
  • TNS Setup: 0 ps
  • RSZ-0062 raised after global routing: no
  • Max-slew violation count: 0
  • Peak Freq: 0.124 GHz

Routing
  • DRC: 0
  • Total Wirelength: 178 mm
  • Antenna Nets Post-Route: 0
  • DR vias: 54066
  • Vias per std cell: 4.50
  • WL/cell: 14.8 µm
  • Pre-antenna DRT Iters: 7
  • Iteration-0 DRC Markers: 2185

Run status
  • Outcome: completed

Run
  • Tool Warnings: 54
  • Max Cap Viol: 0

Min path
  • Hold Crit Class: reg -> reg
synth_stat cells (10+ instances only):
cell      instances
dfxtp_1         518
a31oi_1          20
mux2_2           17
a21oi_1         236
o21bai_1         29
o21a_1           28
nand4_1          37
edfxtp_1         58
a211o_1          11
nor2b_1          53
a21o_1          126
a211oi_1         28
nor3_1           43
nand2_1         851
a21boi_0         12
nor2_1          159
nand3_1          60
nand2b_1         30
xnor2_1         184
and3_1           34
o21ai_0         124
or2_2            12
ha_1            909
and2_1          962
o31ai_1          12
clkbuf_1        344
o21ai_1          12
xor2_1           95
mux2i_1          16
nor4_1           10
fa_1           1498
inv_1          1786
or3_1            13
layer usage:
layer,part of all wire,wire (µm),up-vias
li1,-,-,25518
met1,0.44,77900,26727
met2,0.46,81900,1642
met3,0.078,13900,179
met4,0.022,3870,0
met5,0,0,-
per-stage QoR:
stage | hold slack, ps | worst slack [ps] | utilization | cells
floorplan | 310 | 15810 | - | 8507
global placement | 310 | 14400 | 0.320 | 11884
detailed placement | 312 | 14450 | 0.320 | 11884
CTS | 311 | 14970 | 0.328 | 12002
global route | 315 | 14400 | 0.328 | 12002
finish | 310 | 14870 | 0.328 | 12004
cell type report:
| class | count | area, µm² | share of cell area |
|---|---|---|---|
| Timing Repair Buffer | 189 | 1600 | 0.0182 |
| Tap cell | 3552 | 4440 | 0.0505 |
| Inverter | 1786 | 6700 | 0.0762 |
| Antenna cell | 2 | 5.00 | 0.0000569 |
| Sequential cell | 576 | 12100 | 0.138 |
| Multi-Input combinational cell | 5781 | 60900 | 0.692 |
| Clock buffer | 88 | 1790 | 0.0204 |
| Clock inverter | 30 | 410 | 0.00467 |
worst register-to-register path: cells and delay by family, from the launching register on:
family / cells / cell delay, ps
adder cells (fa/ha/maj): 8 / 3790
AND/OR/NAND/NOR: 2 / 310
AND-OR/OR-AND: 8 / 2420
XOR/XNOR: 1 / 140
flip-flops: 1 / 310
buffers and inverters: 7 / 980
registers in the layout, summed over array words and instances (netlist names):
signal and count:
height_rad 12, data_tmp 48, TranslatedX 11, data_out 12, x_out 11, calc 47
height_rad_sqrd 23, bound 90, y_tmp 48, x_coord 11, height_calc 45, program_out 1
TranslatedY 12, x_tmp 44, translatedY_sqrd 23, translatedX_sqrd 21, width_rad 11, y_coord 12
y_out 12, color 12, width_rad_sqrd 21, width_calc 45, program_tmp 4
cell families after synthesis:
group / synth area share
AOI/OAI and AO/OA: 0.0586
xor gates and xnor gates: 0.0302
adders and majority gates: 0.511
buffers and inverters: 0.100
DFF: 0.150
muxes: 0.00434
other: 0.0000928
and+or+nand+nor: 0.146
path summary, 6_finish.rpt:
kind | from | endpoint | slack, ps | depth (start not counted)
setup / recovery | width_rad_sqrd[14] | bound[0][38] | 14870 | 26
hold / removal | bound[0][44] | bound[1][44] | 310 | 0
setup reg to reg | width_rad_sqrd[14] | bound[0][38] | 14870 | 26
hold reg to reg | bound[0][44] | bound[1][44] | 310 | 0
cells in the final DEF (no fill, tap or decap), types with 58 or more instances in the layout:
cell,n
inv_1,1786
fa_1,1498
and2_1,962
ha_1,909
nand2_1,851
dfxtp_1,511
a21oi_1,235
xnor2_1,184
nor2_1,159
a21o_1,126
o21ai_0,124
buf_4,117
xor2_1,95
clkdlybuf4s50_1,72
clkbuf_16,66
nand3_1,60
edfxtp_1,58
