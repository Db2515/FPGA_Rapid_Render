### ./config.mk
export PLATFORM = sky130hd
export DESIGN_NAME = uart_buffer
export DESIGN_NICKNAME = uart_buffer
export VERILOG_FILES = /design/flow/design.v
export SDC_FILE = /design/flow/constraint.sdc
export NUM_CORES = 4
export LEC_CHECK = 1
export CORE_UTILIZATION = 30
### ./constraint.sdc
current_design uart_buffer

set clk_period 7.9
set clk_io_pct 0.2

create_clock -name clk0 -period $clk_period [get_ports {clk}]

set non_clock_inputs [all_inputs -no_clocks]
set_input_delay [expr $clk_period * $clk_io_pct] -clock clk0 $non_clock_inputs
set_output_delay [expr $clk_period * $clk_io_pct] -clock clk0 [all_outputs]
### ./design.v
module uart_buffer 
  (
   input clk,
   input Serial_input,
   output program_out,
   output [10:0] shape_addr,
   output [11:0] reg_addr,
   output [11:0] data
   );
  parameter CLKS_PER_BIT = 100;  
  parameter s_IDLE         = 3'b000;
  parameter s_RX_START_BIT = 3'b001;
  parameter s_RX_DATA_BITS = 3'b010;
  parameter s_RX_STOP_BIT  = 3'b011;
  parameter s_CLEANUP      = 3'b100;
  reg           r_Rx_Data_R = 1'b1;
  reg           r_Rx_Data   = 1'b1;
  parameter PACKAGE_SIZE                = 35; 
  reg [7:0] r_Clock_Count               = 0;
  reg [5:0] r_Bit_Index                 = 0;  
  reg [PACKAGE_SIZE - 1:0] r_Rx_Package = 0;
  reg r_Program                         = 0;
  reg [2:0] r_SM_Main                   = 0;  
  always @(posedge clk)
    begin
      r_Rx_Data_R <= Serial_input;
      r_Rx_Data   <= r_Rx_Data_R;
    end
  always @(posedge clk)
    begin
      case (r_SM_Main)
        s_IDLE :
          begin
            r_Program       <= 1'b0;
            r_Clock_Count <= 0;
            r_Bit_Index   <= 0;
            if (r_Rx_Data == 1'b0)           
              r_SM_Main <= s_RX_START_BIT;
            else
              r_SM_Main <= s_IDLE;
          end
        s_RX_START_BIT :
          begin
            if (r_Clock_Count == (CLKS_PER_BIT-1)/2)
              begin
                if (r_Rx_Data == 1'b0)  
                  begin
                    r_Clock_Count <= 0;   
                    r_SM_Main     <= s_RX_DATA_BITS;
                  end
                else
                  r_SM_Main <= s_IDLE;
              end
            else
              begin
                r_Clock_Count <= r_Clock_Count + 1;
                r_SM_Main     <= s_RX_START_BIT;
              end
          end  
        s_RX_DATA_BITS :
          begin
            if (r_Clock_Count < CLKS_PER_BIT-1)
              begin
                r_Clock_Count <= r_Clock_Count + 1;
                r_SM_Main     <= s_RX_DATA_BITS;
              end
            else
              begin
                r_Clock_Count          <= 0;
                r_Rx_Package[r_Bit_Index] <= r_Rx_Data;
                if (r_Bit_Index < PACKAGE_SIZE - 1)
                  begin
                    r_Bit_Index <= r_Bit_Index + 1;
                    r_SM_Main   <= s_RX_DATA_BITS;
                  end
                else
                  begin
                    r_Bit_Index <= 0;
                    r_SM_Main   <= s_RX_STOP_BIT;
                  end
              end
          end  
        s_RX_STOP_BIT :
          begin
            if (r_Clock_Count < CLKS_PER_BIT-1)
              begin
                r_Clock_Count <= r_Clock_Count + 1;
                r_SM_Main     <= s_RX_STOP_BIT;
              end
            else
              begin
                r_Program       <= 1'b1;
                r_Clock_Count <= 0;
                r_SM_Main     <= s_CLEANUP;
              end
          end  
        s_CLEANUP :
          begin
            r_SM_Main <= s_IDLE;
            r_Program   <= 1'b0;
          end
        default :
          r_SM_Main <= s_IDLE;
      endcase
    end   
  assign program_out   = r_Program;
  assign shape_addr = r_Rx_Package[10:0];
  assign reg_addr = r_Rx_Package[22:11];
  assign data = r_Rx_Package[34:23];
endmodule  
### ./run.sh
#!/bin/bash
# OpenROAD 26Q1-2900-gdf79404cd8, Yosys 0.63+post, stock flow scripts
make -C /OpenROAD-flow-scripts/flow DESIGN_CONFIG=/design/flow/config.mk WORK_HOME=/design/flow/orfs finish
==> flow_summary.yaml <==
# physical design summary
status:
  status: "completed"
final_timing:
  finalSetupViolations: 0
  tightest_slew_ns: 0.906
  whs_ns: 0.339
  hold_viol_final: 0
  maxSlewViolCount: 0
  setup_ws_ns: 5.05
  finalClockPeriodUsage_pct: 36.1
  finalSetupTns_ns: 0
  rsz0062_at_grt: "false"
  fmax_ghz: 0.351
  slew_headroom_pct: 39.3
  skew_ns: 0.0103
  finalCriticalPeriod_ns: 2.85
synthesis:
  syn_area_mm2: 0.00300
  synth_stat.cells: 274
  async_flop_share_pct: 0
  synthDistinctLibCells: 47
  synth-seq-cells: 55
  ys_seq_share_pct: 53.4
  synthCells: 274
  yosys_warnings: 1
  flop_cell: "edfxtp_1"
  yosysChipArea_mm2: 0.00300
  edf_count: 50
  avgSynthCellArea_um2: 10.9
global_routing:
  grt_pass1_vias: 1953
  use_met1_pct: 21.5
  use_met2_pct: 18.8
  gr-usage-met3_pct: 1.88
  antenna_found_initial: 0
  grt_max_degree: 36
  gr-total-overflow: 0
  grt-busiest-layer: "met1"
  track_usage_pct: 12.7
  grt_first_pass_wirelength_um: 9960
detailed_routing:
  first_iter_violations: 119
  diodes: 0
  vias_per_cell: 4.91
  ant_nets: 0
  vias: 2177
  wire_per_inst_um: 13.9
  drc: 0
  finalWirelength_um: 6170
  firstDrtPassIters: 4
critical_path:
  worst-setup-path-type: "reg2reg"
  crit_family: "simple AND/OR/NAND/NOR gates"
  cp_max_fo: 15
  cp-start-kind: "flip-flop"
  r2r-start: "r_Bit_Index[0]"
  cp.arrival_ns: 2.91
  cp_num_buf_inv: 1
  cp-end-kind: "flip-flop"
  slowest_stage: "edfxtp_1"
  slowest_delay_ns: 0.61
  rrSetupSlack_ns: 5.05
  worstPathRequired_ns: 7.96
  r2r_end: "r_Rx_Package[20]"
  path_cells: "inv_1 -> ha_1 -> or3b_1 -> nor4b_2 -> or2_2 -> nand3_1 -> mux2_2"
  reg2reg_depth: 7
run:
  maxCapViolations: 0
  log.warning_count: 31
place:
  io_buffers: 37
  place_congestion: 0.843
  dpl.hpwl_um: 4330
  dp_slack_ns: 5.08
hold_path:
  min-delay-start: "r_Rx_Data_R"
  hp-class: "reg2reg"
  hold_depth: 0
  holdPathEnd: "r_Rx_Data"
floorplanning:
  die_y_um: 102
  num_io_pins: 38
  die_x_um: 102
  fp_util_pct: 30.8
  fp-row-count: 36
  core_mm2: 0.00973
  dieArea_mm2: 0.0104
clock_network:
  clk_latency_ns: 0.31
  cts.clk_slew.worst_paths_ns: 0.09
  clk_root_buffer_cell: "clkbuf_8"
  holdBufCountCts: 0
  clock_sinks: 55
  cts.repair.resized: 0
  cts_made_buffers: 5
  cts_tree: "yes"
  cts_setup_buffers: 0
  clockBufferDepth: 2
  h-tree-depth: 2
layout:
  nFillCells: 994
  syn2layout_area_growth_pct: 19.0
  drive_gt1_share_pct: 9.03
pwr:
  ir_drop_uv: 65.2
  power.density_mw_per_mm2: 131
  p_leak_nw: 1.13
placed cells by master (no fill, tap or decap), drive strengths merged, types with 5 or more instances in the layout:
cell,instances
and3,6
o2bb2ai,10
nor3,7
clkbuf,6
dfxtp,5
xor2,5
nand3,23
inv,10
ha,8
edfxtp,50
clkdlybuf4s50,37
o21ai,35
nand2,21
mux2,8
nor2,26
nand2b,6
power breakdown:
part           switching, mW  leakage (nW)  internal, mW
clock                 0.0906        0.0412        0.0623
sequential          0.000858         0.460         0.313
combinational        0.00132         0.623      0.000736
metal layers:
metal  vias to the layer above  part of all wire, %
met3                         2                  4.4
li1                       1087                    -
met1                      1047                   50
met2                        41                   46
met4                         0                 0.47
met5                         -                    0
how the worst max path moves through the flow:
stage	start	slack (ns)	to	depth (start not counted)
CTS	r_Bit_Index[0]	5.07	r_Rx_Package[4]	7
global route	r_Bit_Index[0]	4.83	r_Rx_Package[4]	7
finish	r_Bit_Index[0]	5.05	r_Rx_Package[20]	7
cell usage after synthesis, types with 2 or more instances:
library cell	n	share of area, %
xnor2_1	4	1.2
o21a_1	2	0.50
buf_6	3	1.1
nand2_1	21	2.6
edfxtp_1	50	50
inv_1	10	1.3
o22ai_1	3	0.63
nand3_1	23	3.8
and3_1	6	1.3
nor2_1	26	3.3
o21ai_0	34	5.7
or4_1	3	0.75
clkbuf_1	4	0.50
nor3_1	6	1.0
buf_2	3	0.50
ha_1	8	3.3
mux2_2	4	1.5
mux2_1	4	1.5
o31ai_4	2	1.4
dfxtp_1	5	3.3
a211oi_1	3	0.75
o2bb2ai_1	10	2.9
or2_2	3	0.63
nor2b_1	3	0.63
nand2b_1	6	1.3
xor2_1	5	1.5
a31oi_1	2	0.42
or3b_2	2	0.58
registers in the layout, summed over array words and instances (netlist names):
signal,count
r_Rx_Package,35
r_Rx_Data,1
r_Program,1
r_Clock_Count,8
r_Rx_Data_R,1
r_SM_Main,3
r_Bit_Index,6
per-stage QoR:
step / util (%) / cell area (um^2) / total power [mW] / cells
global route: 36.7 / 3570 / 0.486 / 443
finish: 36.7 / 3570 / 0.468 / 443
floorplan: - / 3000 / 0.321 / 274
CTS: 36.7 / 3570 / 0.476 / 443
global placement: 35.8 / 3480 / 0.322 / 435
detailed placement: 35.8 / 3480 / 0.322 / 435
cell families after synthesis:
group,synth area share [%]
AND-OR/OR-AND,14.5
XOR/XNOR,2.63
adder cells (fa/ha/maj),3.34
buffers and inverters,3.63
flip-flops,53.4
multiplexers,3.00
AND/OR/NAND/NOR,19.4
cell type report:
class,count,area [um^2],share of cell area [%]
sequential,55,1600,44.9
clock buffer,6,72.6,2.03
timing repair buffer,39,385,10.8
multi-input combinational,198,1290,36.2
tap,133,166,4.66
inverter,10,37.5,1.05
clock inverter,2,12.5,0.351
Power figures rest on the tool's default switching activity, not on a simulated workload.
