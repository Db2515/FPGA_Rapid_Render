**/design/flow/config.mk**
```make
export PLATFORM = sky130hd
export DESIGN_NAME = VGA_output
export DESIGN_NICKNAME = VGA_output
export VERILOG_FILES = /design/flow/design.v
export SDC_FILE = /design/flow/constraint.sdc
export NUM_CORES = 4
export LEC_CHECK = 1
export CORE_UTILIZATION = 40
export SYNTH_MEMORY_MAX_BITS = 65536
```
**/design/flow/constraint.sdc**
```tcl
current_design VGA_output

set clk_period 200.8
set clk_io_pct 0.2

create_clock -name clk0 -period $clk_period [get_ports {CLK}]

set non_clock_inputs [all_inputs -no_clocks]
set_input_delay [expr $clk_period * $clk_io_pct] -clock clk0 $non_clock_inputs
set_output_delay [expr $clk_period * $clk_io_pct] -clock clk0 [all_outputs]
```
**/design/flow/design.v**
```verilog
`timescale 1ns / 1ps
module VGA_output(input wire CLK,                
                  input wire RST,                
                  input wire program_in,
                  input wire [9:0] x_in,
                  input wire [11:0] data_in,
                  output wire VGA_HS_OUT,        
                  output wire VGA_VS_OUT,        
                  output reg [3:0] VGA_R_OUT,        
                  output reg [3:0] VGA_G_OUT,        
                  output reg [3:0] VGA_B_OUT,        
                  output wire VGA_LINEEND_OUT   
    );
    wire rst = RST | program_in;   
    reg [15:0] cnt;
    reg pix_stb;
    always @(posedge CLK) begin
        {pix_stb, cnt} <= cnt + 16'hA666;   
    end
    wire [10:0] vga_x;   
    wire [9:0] vga_y;   
    vga1024x768 display (
        .i_clk(CLK),
        .i_pix_clk(pix_stb),
        .i_rst(rst),
        .o_hs(VGA_HS_OUT), 
        .o_vs(VGA_VS_OUT),
        .o_x(vga_x), 
        .o_y(vga_y),
        .o_lineend(VGA_LINEEND_OUT)
    );
    localparam SCREEN_WIDTH = 1024;
    localparam SCREEN_HEIGHT = 768;
    localparam VRAM_DEPTH   = SCREEN_WIDTH;
    localparam VRAM_A_WIDTH = 10;
    localparam VRAM_D_WIDTH = 12;
    reg [VRAM_A_WIDTH-1:0] read_address;
    wire [VRAM_D_WIDTH-1:0] vram_data_out;
    reg [VRAM_A_WIDTH-1:0] write_address;
    reg [VRAM_D_WIDTH-1:0] vram_data_in;
    sram #(
        .ADDR_WIDTH(VRAM_A_WIDTH), 
        .DATA_WIDTH(VRAM_D_WIDTH), 
        .DEPTH(VRAM_DEPTH))
        vram (
        .i_clk(CLK),
        .i_read(1),                      
        .i_read_addr(read_address),
        .i_write(1),                     
        .i_write_addr(write_address),
        .i_data(vram_data_in),
        .o_data(vram_data_out)    
    );
    reg [11:0] color;
    always @(posedge CLK) begin
        if (!program_in) begin
            write_address <= x_in;
            vram_data_in <= data_in;
        end
        if (pix_stb) begin
            read_address <= vga_x;
            color <= vram_data_out; 
            VGA_R_OUT <= ((vga_x > 0) & (vga_y >  0) 
                        & (vga_x < SCREEN_WIDTH) & (vga_y < SCREEN_HEIGHT)) ? color[11:8] : 0;
            VGA_G_OUT <= ((vga_x > 0) & (vga_y >  0) 
                        & (vga_x < SCREEN_WIDTH) & (vga_y < SCREEN_HEIGHT)) ? color[7:4] : 0;
            VGA_B_OUT <= ((vga_x > 0) & (vga_y >  0) 
                        & (vga_x < SCREEN_WIDTH) & (vga_y < SCREEN_HEIGHT)) ? color[3:0] : 0;
        end
    end
endmodule
`default_nettype none
module sram #(parameter ADDR_WIDTH=8, DATA_WIDTH=8, DEPTH=256) (
    input wire i_clk,
    input wire i_read,
    input wire [ADDR_WIDTH-1:0] i_read_addr, 
    input wire i_write,
    input wire [ADDR_WIDTH-1:0] i_write_addr,
    input wire [DATA_WIDTH-1:0] i_data,
    output reg [DATA_WIDTH-1:0] o_data 
    );
    reg [DATA_WIDTH-1:0] memory_array [0:DEPTH-1]; 
    always @ (posedge i_clk)
    begin
        if(i_write) begin
            memory_array[i_write_addr] <= i_data;
        end
        if(i_read) begin
            o_data <= memory_array[i_read_addr];    
        end
    end
endmodule
`default_nettype none
module vga1024x768(
    input wire i_clk,            
    input wire i_pix_clk,        
    input wire i_rst,            
    output wire o_hs,            
    output wire o_vs,            
    output wire o_blanking,      
    output wire o_active,        
    output wire o_lineend,       
    output wire o_screenend,     
    output wire o_animate,       
    output wire [10:0] o_x,      
    output wire  [9:0] o_y       
    );
    localparam H_ACTIVE_PIXELS  = 1024;
    localparam H_FRONT_PORCH    = 24;
    localparam H_SYNC_WIDTH     = 136;
    localparam H_BACK_PORCH     = 160;
    localparam LINE             = H_ACTIVE_PIXELS + H_FRONT_PORCH
                                    + H_SYNC_WIDTH + H_BACK_PORCH; 
    localparam HS_STA = H_FRONT_PORCH;               
    localparam HS_END = HS_STA + H_SYNC_WIDTH;       
    localparam HA_STA = HS_END + H_BACK_PORCH;       
    localparam V_ACTIVE_PIXELS  = 768;
    localparam V_FRONT_PORCH    = 3;
    localparam V_SYNC_WIDTH     = 6;
    localparam V_BACK_PORCH     = 29;
    localparam SCREEN           = V_ACTIVE_PIXELS + V_FRONT_PORCH
                                    + V_SYNC_WIDTH + V_BACK_PORCH;
    localparam VS_STA = V_ACTIVE_PIXELS + V_FRONT_PORCH;     
    localparam VS_END = VS_STA + V_SYNC_WIDTH;               
    localparam VA_END = V_ACTIVE_PIXELS;                     
    reg [10:0] h_count;  
    reg  [9:0] v_count;  
    assign o_hs = ((h_count >= HS_STA) & (h_count < HS_END));
    assign o_vs = ((v_count >= VS_STA) & (v_count < VS_END));
    assign o_x = (h_count < HA_STA) ? 0 : (h_count - HA_STA);
    assign o_y = (v_count >= VA_END) ? (VA_END - 1) : (v_count);
    assign o_blanking = ((h_count < HA_STA) | (v_count > VA_END - 1));
    assign o_active = ~((h_count < HA_STA) | (v_count > VA_END - 1)); 
    assign o_lineend = h_count == LINE;
    assign o_screenend = ((v_count == SCREEN - 1) & (h_count == LINE));
    assign o_animate = ((v_count == VA_END - 1) & (h_count == LINE));
    always @ (posedge i_clk)
    begin
        if (i_rst)   
        begin
            h_count <= 0;
            v_count <= 0;
        end
        if (i_pix_clk)   
        begin
            if (h_count == LINE)   
            begin
                h_count <= 0;
                v_count <= v_count + 1;
            end
            else 
                h_count <= h_count + 1;
            if (v_count == SCREEN)   
                v_count <= 0;
        end
    end
endmodule
```
**/design/flow/run.sh**
```bash
#!/bin/bash
# OpenROAD 26Q1-2900-gdf79404cd8, Yosys 0.63+post, stock flow scripts
make -C /OpenROAD-flow-scripts/flow DESIGN_CONFIG=/design/flow/config.mk WORK_HOME=/design/flow/orfs finish
```
==> notes.md <==
yosys + openroad results -> status completed, Max-cap violations 0, Syn Area/Cell 21.7 um^2, Commonest cells post-synth edfxtp_1 (12400), mux4_2 (2597), nor2_1 (1222), Die Area 1.20 mm^2, final setup violation count 0, fmax 0.0230 GHz, fillers between 90000 and 100k, Pins Over Slew Limit 0, Yosys cell types between 90 and 100, CP Buf/Inv Count 1, via count roughly 240k, Synth flops approximately 12000, final WL 1470000 um, share of cells above drive strength 1 26.6%, Place WS 158.71 ns, Layout Skew ~0.21 ns, synth-to-layout area growth 14.7%, Die Width 1100 um, global-route wire length before repair 2030000 um, CP Cell Sequence or3_1, nor2_1, nand3_1, a211oi_1, clkdlybuf4s50_1, synthesized instance count 22100, setup TNS 0 ns, fp util roughly two fifths, Slew @ Worst Pin between 1 and 1.5 ns, insertion delay to the later sink of the worst-skew pair 1.35 ns, register area 0.372 mm^2, Global Route Usage Sum between 20% and 30%, Pwr Density 9.69 mW/mm^2, number of enable flip-flop cells 12400, Tool Warnings 102, hold path depth 0, Placer Congestion between 0.9 and 1, CP max-delay cell clkdlybuf4s50_1, DRC 0, Syn Std Cell Area ~0.48 mm^2, Crit path required time 160.64 ns, Seq/Total Area, Yosys 77.5%, largest net degree at the start of global routing about 140, Clock Pin Slew Worst Setup and Hold Paths approximately 0.06 ns, CTS H-tree depth 7, antenna violations before repair 158, Pre-antenna DRT Iters 8, Worst slew margin 5.26%, Yosys top cell by area edfxtp_1, Comb area 0.0993 mm^2, Critical Path Start Type flip-flop, crit end category primary output, post-CTS resize count 0, I/O pin cnt 40, switching power 0.00107 W, sw frac 20.1%, Top cells by area edfxtp_1 (77%), mux4_2 (12%), mux2i_1 (2.4%), Hold Crit Class reg2reg, R2R setup slack about 190 ns, core area 1.19 mm^2, total power 0.00533 W, Die Y approximately 1100 um, post-detail-place hpwl 935000 um, final core occ around 46%, CP max FO 5, Clock Tree Buf Depth 6, IO Port Bufs 39, Clk pwr share 44.4%, power share of the combinational group 1.7%, clock root cell clkbuf_16, cts hold-fix bufs 0, yosys stat chip area 0.480 mm^2, # rows 401, Yosys top cell by instances edfxtp_1, Post-synth top flop edfxtp_1, critical path depth 5, WP data arrival 3.24 ns, routed length per placed instance 35.4 um, remaining global-route overflow 0, YS warnings 5, kind of cell adding the most delay to the critical path simple AND/OR/NAND/NOR gates, cell total in the yosys stat output approximately 22000, drt initial violations 17300, Clock Sink Count 12400, post-route ant nets 0, vias per inst 5.81, endpoints failing hold 0, number of global-route vias before repair 263000, Synth async-reset ratio 0%, worst r2r path cells 16, Flop pwr share 53.9%, RSZ-0062 raised after global routing no, final worst slack 157.40 ns, fin crit period 43.40 ns, CTS tree yes, CP Class reg2out, share of the synthesized area in the top cell type 77.3%, CTS buffer count roughly 1400, postcts setup bufs 0, Internal Power roughly 0.0043 W, Leak 169 nW, IR drop worst, VDD 0.00000733 V, CP max stage delay 0.51 ns, Tcrit/Tclk final 21.6%
[per-stage QoR]
stage / area, um^2 / hold slack (ns) / cells
floorplan: 480000 / 0.385 / 22100
CTS: 549000 / 0.405 / 41100
finish: 550000 / 0.405 / 41500
global route: 550000 / 0.417 / 41300
detailed placement: 508000 / 0.393 / 38800
global placement: 508000 / 0.392 / 38800
[final timing paths]
path,from,end
min,vram.o_data[0],color[0]
min reg2reg,vram.o_data[0],color[0]
max,display.v_count[6],VGA_VS_OUT
max reg2reg,read_address[0],vram.o_data[10]
[kinds of logic (layout without fill, tap and decap cells)]
group | count (synthesis) | in the layout | synth area share [%]
flops | 12400 | 12400 | 77.5
mux | 3902 | 3902 | 15.3
simple gates | 2308 | 2308 | 2.09
compound gates | 2097 | 2097 | 3.01
buf+inv | 1396 | 4478 | 2.04
xor+xnor | 22 | 22 | 0.0402
fa+ha+maj | 9 | 9 | 0.0235
other cells | 0 | 383 | 0
[power by group through the flow]
stage | clock network, W | logic [W] | registers, W
5_1_grt | 0.00249 | 0.0000970 | 0.00287
6_report | 0.00236 | 0.0000913 | 0.00287
4_1_cts | 0.00239 | 0.0000901 | 0.00287
[state kept, by name (all words and copies together) (netlist names)]
name,flops
VGA_R_OUT,4
cnt,15
color,12
vram.memory_array,12288
VGA_B_OUT,4
read_address,10
write_address,10
vram_data_in,12
display.v_count,10
VGA_G_OUT,4
vram.o_data,12
display.h_count,11
pix_stb,1
[area by class of cell]
class | count | area share (%)
Clock buffer | 1624 | 6.41
Inverter | 21 | 0.0198
Tap cell | 15900 | 3.62
Sequential cell | 12400 | 67.6
Multi-Input combinational cell | 8338 | 18.1
Timing Repair Buffer | 2130 | 3.00
Antenna cell | 383 | 0.174
Clock inverter | 703 | 1.13
[per-layer routing]
metal	vias up	routed length [um]	GRT usage, %
met5	-	7230	5.85
met4	256	75700	11.2
met3	3079	326000	26.3
met2	18100	653000	36.6
met1	122000	409000	27.4
li1	98200	-	-
[worst register-to-register path: stages, from the launching register on]
cell,delay (ns)
edfxtp_1,0.32
buf_4,0.58
buf_4,0.71
buf_4,0.61
buf_4,0.65
buf_12,0.49
buf_4,0.65
buf_4,0.62
buf_4,0.60
buf_4,0.63
mux4_2,0.62
mux4_2,0.63
o311a_1,0.40
nand4_1,0.25
a211oi_1,0.09
buf_4,0.21
or4_1,0.60
[layout by cell type (no fill, tap or decap), drive strengths merged, types with 32 or more instances in the layout]
master,instances
clkinv,532
a31oi,51
a211oi,58
a21oi,349
o211ai,53
nand2,465
o221ai,353
a22oi,313
bufinv,104
nor4,75
a22o,33
clkbuf,1624
edfxtp,12400
and3,36
clkinvlp,39
buf,2091
a221oi,53
diode,383
o21ai,252
inv,49
nand4,32
clkdlybuf4s50,39
mux4,2707
mux2i,1170
o22ai,398
nand3,126
nor3,158
dfxtp,38
nor2,1222
and2,50
Power figures rest on the tool's default switching activity, not on a simulated workload.
